**flow/design.v**
```verilog
module sumador_1bit(
        input A,
        input B,
        input Ci,
        output Cout,
        output Sum
    );
    wire a_ab;
    wire x_ab;
    wire count_t;
    and(a_ab, A, B);
    xor(x_ab, A, B);
    xor(Sum, x_ab, Ci);
    and(count_t, x_ab, Ci);
    or(Cout, count_t, a_ab);
endmodule
module sumador_4bit(
        input  [3:0] A,
        input  [3:0] B,
        input        Ci,
        output       Cout,
        output [3:0] Sum
    );
    wire c1, c2, c3;
    sumador_1bit s0 (.A(A[0]), .B(B[0]), .Ci(Ci), .Cout(c1), .Sum(Sum[0]));
    sumador_1bit s1 (.A(A[1]), .B(B[1]), .Ci(c1), .Cout(c2), .Sum(Sum[1]));
    sumador_1bit s2 (.A(A[2]), .B(B[2]), .Ci(c2), .Cout(c3), .Sum(Sum[2]));
    sumador_1bit s3 (.A(A[3]), .B(B[3]), .Ci(c3), .Cout(Cout), .Sum(Sum[3]));
endmodule
module restador_4bit(
    input [3:0] A,
    input [3:0] B,
    input       Select,
    output      Cout,
    output [3:0] Res
);
    wire [3:0] Bx;
    wire [3:0] s;
    xor(Bx[0], B[0], Select);
    xor(Bx[1], B[1], Select);
    xor(Bx[2], B[2], Select);
    xor(Bx[3], B[3], Select);
    sumador_4bit s0(.A(A), .B(Bx), .Ci(Select), .Cout(Cout), .Sum(s));
    assign Res = (Cout) ? s : ~s + 1'b1;
endmodule
module multiplicador(
        input clk,
        input init,    
        input [3:0] MR, 
        input [3:0] MD, 
        output reg done,
        output reg [7:0] pp
    );
    reg sh;
    reg rst;
    reg add;
    reg [7:0] A;
    reg [3:0] B;
    wire z;
    reg [2:0] status;
    parameter START = 0, CHECK = 1, ADD = 2, SHIFT = 3, END1 = 4;
    initial begin
        status = START;
        rst = 1'b0;
        pp = 8'b0;
        A = 8'b0;
        B = 4'b0; 
    end
    always @(negedge clk) begin
        case (status)
            START: begin
                sh <= 1'b0;
                add <= 1'b0;
                if (init) begin
                    status <= CHECK;
                    done <= 1'b0;
                    rst <= 1'b1;
                end
            end
            CHECK: begin 
                done <= 1'b0;
                rst <= 1'b0;
                sh <= 1'b0;
                add <= 1'b0;
                status <= (B[0]==1)? ADD : SHIFT;
            end
            ADD: begin
                done <= 1'b0;
                rst <= 1'b0;
                sh <= 1'b0;
                add <= 1'b1;
                status <= SHIFT;
            end
            SHIFT: begin
                done <= 1'b0;
                rst <= 1'b0;
                sh <= 1'b1;
                add <= 1'b0;
                status <= (z==1)? END1 : CHECK;
            end
            END1: begin
                done <= 1'b1;
                rst <= 1'b0;
                sh <= 1'b0;
                add <= 1'b0;
                status <= START;
            end
            default: status <= START;
        endcase 
    end 
    always @(posedge clk) begin
        if (rst) begin
            A <= {4'b000,MD};
            B <= MR;
        end
        else begin 
            if (sh) begin
                A <= A << 1;
                B <= B >> 1;
            end
        end
    end 
    always @(posedge clk) begin
        if (rst) begin
            pp <= 8'b0;
        end
        else begin 
            if (add) begin
                pp <= pp + A;
            end
        end
    end
    assign z = (B==0)? 1'b1 : 1'b0;
endmodule
module and0(
    input [3:0] A,
    input [3:0] B,
    output [3:0] Sal
);
    assign Sal = A & B;
endmodule  
module alu (
    input [3:0] A,
    input [3:0] B,
    input Clk,
    input Init,    
    input [1:0] Select,
    output reg Cout,
    output reg Done,
    output reg [7:0] Sal
);
    wire [3:0] sal_sum, sal_res, sal_and;
    wire [7:0] sal_mul;
    wire cout_sum, cout_res, done_mul;
    sumador_4bit sum(.A(A), .B(B), .Ci(1'b0), .Cout(cout_sum), .Sum(sal_sum));
    restador_4bit res(.A(A), .B(B), .Select(1'b1), .Cout(cout_res), .Res(sal_res));
    multiplicador mul(.clk(Clk), .init(Init), .MR(A), .MD(B), .done(done_mul), .pp(sal_mul));
    and0 and1(.A(A), .B(B), .Sal(sal_and));
    always @(*) begin
        case(Select)
            2'b00: begin
                Sal = {4'b0000, sal_sum};
                Cout = cout_sum;
                Done = 1'b0;
            end
            2'b01: begin
                Sal = {4'b0000, sal_res}; 
                Cout = cout_res;
                Done = 1'b0;
            end
            2'b10: begin
                Sal = sal_mul; 
                Cout = 1'b0;
                Done = done_mul;
            end
            2'b11: begin
                Sal = sal_and;
                Cout = 1'b0;
                Done = 1'b0;
            end
            default: begin
                Sal = 8'b00000000;
            end
        endcase
    end
endmodule  
module display_num(
    input [3:0] num,
    output reg [6:0] seg
);
    always @(num) begin
        case (num)
            0:seg = 7'b0000001;
            1:seg = 7'b1001111;
            2:seg = 7'b0010010;
            3:seg = 7'b0000110;
            4:seg = 7'b1001100;
            5:seg = 7'b0100100;
            6:seg = 7'b0100000;
            7:seg = 7'b0001111;
            8:seg = 7'b0000000;
            9:seg = 7'b0000100;
            10:seg = 7'b0001000;
            11:seg = 7'b1100000;
            12:seg = 7'b0110001;
            13:seg = 7'b1000010;
            14:seg = 7'b0110000;
            15:seg = 7'b0111000;
            default:seg = 7'b1111111;
        endcase
    end
endmodule
module display_ope(
    input [3:0] ope,
    output reg [6:0] seg
);
    always @(ope) begin
        case (ope)
            0:seg = 7'b1011100;
            1:seg = 7'b1111110;
            2:seg = 7'b1001000;
            3:seg = 7'b0001000;
            4:seg = 7'b1110110;
            default:seg = 7'b1111111;
        endcase
    end
endmodule
module top (
    input [3:0] A,
    input [3:0] B,
    input Clk,
    input Init,    
    input [1:0] Select,
    output Cout,
    output Done,
    output [6:0] oup_display1,
    output [6:0] oup_display2,
    output [6:0] oup_display3,
    output [6:0] oup_display4,
    output [6:0] oup_display5,
    output [6:0] oup_display6
);
    wire [7:0] alu_oup;
    reg [3:0] operador;
    initial begin
        operador = 4'b0100;
    end
    alu alu1(.A(A), .B(B), .Clk(Clk), .Init(~Init), .Select(Select), .Cout(Cout), .Done(Done), .Sal(alu_oup));
    always @(negedge Clk) begin
        if (Select != 2'b01) begin
            operador = 4'b0100;
        end
        else begin
            if (alu_oup != 0) begin
                operador = (Cout) ? 4'b0001 : 4'b0100;
            end
            else begin
                operador = 4'b0100;
            end
        end
    end
    display_num display1(.num(A), .seg(oup_display1));
    display_ope display2(.ope({2'b00, Select}), .seg(oup_display2));
    display_num display3(.num(B), .seg(oup_display3));
    display_ope display4(.ope(operador), .seg(oup_display4));
    display_num display5(.num(alu_oup[7:4]), .seg(oup_display5));
    display_num display6(.num(alu_oup[3:0]), .seg(oup_display6));
endmodule
```
**flow/run.sh**
```bash
#!/bin/bash
# OpenROAD 26Q1-2900-gdf79404cd8, Yosys 0.63+post, stock flow scripts
make -C /OpenROAD-flow-scripts/flow DESIGN_CONFIG=/design/flow/config.mk WORK_HOME=/design/flow/orfs finish
```
**flow/config.mk**
```make
export PLATFORM = sky130hd
export DESIGN_NAME = top
export DESIGN_NICKNAME = top
export VERILOG_FILES = /design/flow/design.v
export SDC_FILE = /design/flow/constraint.sdc
export NUM_CORES = 4
export LEC_CHECK = 1
export CORE_UTILIZATION = 30
```
**flow/constraint.sdc**
```tcl
current_design top

set clk_period 5.3
set clk_io_pct 0.2

create_clock -name clk0 -period $clk_period [get_ports {Clk}]

set non_clock_inputs [all_inputs -no_clocks]
set_input_delay [expr $clk_period * $clk_io_pct] -clock clk0 $non_clock_inputs
set_output_delay [expr $clk_period * $clk_io_pct] -clock clk0 [all_outputs]
```
==> impl_metrics.csv <==
group,metric,value,unit
run_status,status,"finished, violations left",
run_status,violations,"setup timing",
synth,syn_area,3000,µm²
clocking,clk_latency,0.33,ns
synth,synth_flops,29,
clocking,numCtsBuffers,5,
final_timing,tns,-1.20,ns
final_timing,setup_viol,3,
placement,place_congestion,0.837,
global_route,grt_use_met3,0.0209,
floorplan,die_x,102,µm
routing,first_iter_violations,50,
routing,wirelength,6.58,mm
routing,ant_nets,0,
pwr,p_per_area,343,nW/µm²
final_timing,worst_slack,-0.593,ns
clocking,root_buffer,"clkbuf_8",
global_route,met2_usage,0.214,
routing,firstDrtPassIters,20,
synth,yosysWarnings,5,
synth,top_cells_by_area,"ha_1 (15%), edfxtp_1 (15%), dfxtp_1 (9.3%)",
routing,vias,2587,
floorplan,die_area,10400,µm²
worst_setup_path,crit_fanout,3,
placement,portBuffers,50,
synth,synth_top_area_share,0.154,
final_timing,worst_pin_slew,0.784,ns
final_timing,rsz0062_at_grt,"yes",
floorplan,coreArea,9730,µm²
cells_and_area,area_growth,34.6,%
global_route,antenna_found_initial,0,
cells_and_area,layout-drive-gt1-share,0.215,
synth,avgSynthCellArea,8.79,µm²
floorplan,die_h,102,µm
synth,postSynth.asyncResetShare,0,
synth,syn-instance-count,341,
global_route,top_usage_layer,"met2",
floorplan,num_rows,36,
cells_and_area,lay_top_cells,"clkdlybuf4s50_1 (43), buf_4 (43), nor2_1 (41)",
floorplan,ios,56,
min_path,min_path_type,"register to register",
worst_setup_path,r2r_cells,3,
clocking,cts_max_path_buffers,2,
clocking,htreeDepth,2,
clocking,postCtsSetupBuffers,0,
placement,place_area,3870,µm²
final_timing,relSlewSlack,0.477,
job,warnings,60,
global_route,use_met1,0.199,
min_path,worstHoldStart,"alu1.mul.pp[0]",
min_path,whs_path_depth,2,
clocking,clock-sinks,29,
global_route,grt_pass1_wl,10.8,mm
clocking,clk_pin_slew,0.06,ns
routing,wl_per_cell,11.8,µm
placement,dp_slack,-1.44,ns
cells_and_area,design_area,4040,µm²
global_route,grt-ovfl-total,0,
global_route,grt_max_degree,24,
synth,yosysTopAreaCell,"ha_1",
synth,synth.distinct_cells,55,
worst_setup_path,cp.arrival,3.47,ns
routing,antenna_cells_inserted,0,
routing,via_per_inst,4.62,
pwr,finalPower,1.38,mW
worst_setup_path,cp-end-kind,"register",
synth,ys_area,3000,µm²
global_route,grt.total_usage,0.132,
global_route,grt_pass1_vias,2343,
synth,yosys-stat-cells,341,
synth,ys.flop_type,"edfxtp_1",
floorplan,initial_utilization,0.308,
worst_setup_path,reg2reg_from,"alu1.mul.rst",
job,maxCapViolCount,0,
routing,drc,0,
final_timing,hold_viol,0,
worst_setup_path,start_kind,"input pin",
final_timing,skew,0.0624,ns
synth,ys_seq_share,0.244,
worst_setup_path,startpoint,"B[2]",
final_timing,drv_slew,0,
clocking,cts_tree,"built",
worst_setup_path,critPathRequiredTime,2.88,ns
pwr,irDropWorstVdd,0.000149,V
pwr,power_leakage,1.78,nW
placement,hpwl,5.21,mm
worst_setup_path,critical_path_class,"input pin to register",
synth,edf_count,15,
clocking,holdBufCountCts,0,
[cell families after synthesis]
logic type / count (synthesis) / share of synthesized area
and+or+nand+nor: 103 / 0.171
AOI/OAI and AO/OA: 66 / 0.143
buffers and inverters: 57 / 0.0851
adders and majority gates: 44 / 0.201
muxes: 34 / 0.136
DFF: 29 / 0.244
xor gates and xnor gates: 6 / 0.0175
other: 2 / 0.00251
[sequential cells by signal (all words and copies together), names as in the netlist]
register and flops:
alu1.mul.add 1, operador 2, alu1.mul.status 3, alu1.mul.rst 1, alu1.mul.pp 8, alu1.mul.done 1, alu1.mul.A 8, alu1.mul.B 4
alu1.mul.sh 1
[critical path, cell delays in order]
cell	delay, ns
clkdlybuf4s50_1	0.47
fa_2	0.40
fa_2	0.36
and2b_1	0.17
xnor2_1	0.11
mux4_2	0.48
or2_4	0.25
o21a_1	0.16
[power breakdown]
group	total [mW]	switching, mW	leakage [nW]	internal [mW]
registers	0.487	0.123	0.273	0.364
logic	0.670	0.292	1.41	0.378
clock network	0.226	0.0986	0.0964	0.127
total	1.38	0.513	1.78	0.869
[cells in the mapped netlist, drive strengths merged, types with 2 or more instances]
master  number
edfxtp      15
nand3b       4
conb         2
nor3b        2
xnor2        3
o21ai       18
nand4        2
nor2        41
mux4         4
buf         12
inv         29
ha          37
nand2b       7
or3          3
or2          4
dfxtp       14
mux2i       19
o31ai        2
o211ai       9
and2         6
a21oi       11
o21a         3
nor2b        4
xor2         3
mux2        11
a31oi        6
nand3        8
a211o        2
nand2       14
nor3         3
a211oi       5
fa           7
clkbuf      15
[metal layers]
layer  share of wire  up-vias  wire (µm)
met3           0.038        0        247
met5               0        -          0
met2            0.46       44       3030
met4               0        0          0
met1            0.50     1193       3300
li1                -     1350          -
[area by class of cell]
type                            instances  area [µm²]
Clock buffer                            6        93.8
Sequential cell                        29         731
Multi-Input combinational cell        258        2060
Inverter                               29         111
Timing Repair Buffer                   94         831
Tap cell                              133         166
Clock inverter                         11        43.8
Fill cell                             975        5690
[worst paths after layout]
| kind | slack [ns] | endpoint |
|---|---|---|
| hold reg to reg | 0.53 | alu1.mul.pp[0] |
| setup / recovery | -0.59 | operador[0] |
| hold / removal | 0.53 | alu1.mul.pp[0] |
| setup reg to reg | 1.05 | alu1.mul.pp[6] |
[per-stage QoR]
stage                     hold slack, ns  cells   util
after global placement             0.507    544  0.398
after CTS                          0.529    560  0.415
after global routing               0.559    560  0.415
after floorplan                    0.482    344      -
after detailed placement           0.513    544  0.398
final                              0.531    560  0.415
[timing repair]
item	4_1_cts	5_1_grt
endpoints found under the setup margin	9	8
pin swaps	8	5
resized	33	5
Power and IR drop assume default switching activity.
