### flow/design.v
module displayNum(
    input [3:0] num,
    output reg [6:0] seg
);
    always @(num) begin
        case (num)
            0:seg = 7'b0000001;
            1:seg = 7'b1001111;
            2:seg = 7'b0010010;
            3:seg = 7'b0000110;
            4:seg = 7'b1001100;
            5:seg = 7'b0100100;
            6:seg = 7'b0100000;
            7:seg = 7'b0001111;
            8:seg = 7'b0000000;
            9:seg = 7'b0000100;
            10:seg = 7'b0001000;
            11:seg = 7'b0000011;
            12:seg = 7'b1000110;
            13:seg = 7'b0100001;
            14:seg = 7'b0000110;
            15:seg = 7'b0001110;
            default:seg = 7'b1111111;
        endcase
    end
endmodule
### flow/run.sh
#!/bin/bash
# OpenROAD 26Q1-2900-gdf79404cd8, Yosys 0.63+post, stock flow scripts
make -C /OpenROAD-flow-scripts/flow DESIGN_CONFIG=/design/flow/config.mk WORK_HOME=/design/flow/orfs finish
### flow/config.mk
export PLATFORM = sky130hd
export DESIGN_NAME = displayNum
export DESIGN_NICKNAME = displayNum
export VERILOG_FILES = /design/flow/design.v
export SDC_FILE = /design/flow/constraint.sdc
export NUM_CORES = 4
export LEC_CHECK = 1
export CORE_AREA = 10 10 70 70
export DIE_AREA = 0 0 80 80
### flow/constraint.sdc
current_design displayNum

set clk_period 1.6
set clk_io_pct 0.2

create_clock -name clk0 -period $clk_period

set non_clock_inputs [all_inputs -no_clocks]
set_input_delay [expr $clk_period * $clk_io_pct] -clock clk0 $non_clock_inputs
set_output_delay [expr $clk_period * $clk_io_pct] -clock clk0 [all_outputs]
==> impl_metrics.sql <==
-- load yosys + openroad results
INSERT INTO impl_metrics (metric_group, metric, value, unit) VALUES
('floorplan', 'die_w', '80', 'um'),
('grt', 'gr-usage-met3', '0.00682', ''),
('pwr', 'ir_worst_vdd', '0.0387', 'mV'),
('floorplan', 'placement_rows', '21', ''),
('pwr', 'power-per-cell-area', '207', 'nW/um^2'),
('synthesis', 'synth_stat.cells', '34', ''),
('final_timing', 'final_max_slew_viol_count', '0', ''),
('worst_setup_path', 'crit_required', '1.28', 'ns'),
('detailed_routing', 'dr.first_iter.drc_count', '9', ''),
('worst_setup_path', 'launching_element_of_the_worst_setup_path', 'num[1]', ''),
('synthesis', 'synthesis.area_per_instance', '7.32', 'um^2'),
('floorplan', 'die-height', '80', 'um'),
('worst_setup_path', 'worstSetupPathType', 'primary input to output port', ''),
('detailed_routing', 'num_antenna_cells', '0', ''),
('final_timing', 'min_period', '1.57', 'ns'),
('grt', 'globalRoute.busiestLayer', 'met2', ''),
('floorplan', 'floorplan.core_area', '3420', 'um^2'),
('placed_design', 'gp_congestion', '0.807', ''),
('grt', 'grt-ovfl-total', '0', ''),
('min_path', 'worst_hold_startpoint', 'num[3]', ''),
('floorplan', 'chip_area', '6400', 'um^2'),
('layout', 'fraction_of_layout_cells_with_a_size_suffix_above_1', '0.593', ''),
('final_timing', 'report.final.hold_viol_count', '0', ''),
('grt', 'wire_length_of_the_first_global_routing_pass', '1370', 'um'),
('status', 'outcome', 'completed', ''),
('worst_setup_path', 'cp_top_family', 'buffers and inverters', ''),
('synthesis', 'yosys.stat.chipArea', '249', 'um^2'),
('placed_design', 'placed_cell_area', '458', 'um^2'),
('placed_design', 'dp.final_hpwl', '609', 'um'),
('run', 'log.warning_count', '39', ''),
('grt', 'antenna_found_initial', '0', ''),
('grt', 'grt_util_all_layers', '0.0242', ''),
('detailed_routing', 'routed_wire_length_per_instance', '7.94', 'um'),
('placed_design', 'port_buffers', '11', ''),
('min_path', 'holdCritPathClass', 'primary input to output port', ''),
('synthesis', 'synth.lib_cells_used.distinct', '18', ''),
('synthesis', 'synth_sequential_area_ratio', '0', ''),
('layout', 'design_area', '547', 'um^2'),
('layout', 'layout.sequential_cells', '0', ''),
('final_timing', 'worst_pin_slew', '0.159', 'ns'),
('detailed_routing', 'drc_errors', '0', ''),
('grt', 'number_of_global_route_vias_before_repair', '303', ''),
('final_timing', 'fin_setup_tns', '0', 'ns'),
('synthesis', 'synthCells', '34', ''),
('detailed_routing', 'drtPass1Iterations', '2', ''),
('final_timing', 'rsz0062_at_grt', 'yes', ''),
('final_timing', 'setup_viol', '0', ''),
('worst_setup_path', 'worstSetupStartpointType', 'primary input', ''),
('grt', 'grt_use_met2', '0.0417', ''),
('grt', 'grt_util_met1', '0.0310', ''),
('synthesis', 'syn_area', '249', 'um^2'),
('final_timing', 'post_route_fraction_of_the_period_consumed_by_the_critical_path', '0.983', ''),
('worst_setup_path', 'crit_path_top_delay_cell', 'sky130_fd_sc_hd__or2b_1', ''),
('detailed_routing', 'antenna_left', '0', ''),
('layout', 'layout-area-overhead-vs-synth', '120', '%'),
('detailed_routing', 'finalWirelength', '794', 'um'),
('worst_setup_path', 'critPathArrivalTime', '1.25', 'ns'),
('floorplan', 'num_io_pins', '11', ''),
('layout', 'num-clock-buffers', '0', ''),
('layout', 'seqCellArea', '0', 'um^2'),
('synthesis', 'ys.warnings.count', '1', ''),
('pwr', 'p_leak', '0.241', 'nW'),
('worst_setup_path', 'cp_slowest_stage_delay', '0.25', 'ns'),
('worst_setup_path', 'total_buffers_and_inverters_traversed_by_the_critical_path', '3', ''),
('detailed_routing', 'drt-vias-per-instance', '3.02', ''),
('grt', 'pin_count_of_the_biggest_net_entering_global_routing', '10', ''),
('run', 'drv_cap', '0', ''),
('final_timing', 'maxClockFrequency', '0.636', 'GHz'),
('worst_setup_path', 'cp_cell_sequence', 'buf_8 -> buf_6 -> ha_4 -> or2b_1 -> a21oi_2 -> a31oi_1 -> buf_2', ''),
('detailed_routing', 'num_vias', '302', ''),
('worst_setup_path', 'worst_setup_path_end_kind', 'output port', ''),
('worst_setup_path', 'worst-path-max-fanout', '3', ''),
('final_timing', 'slew-limit-headroom', '0.891', ''),
('floorplan', 'floorplan.initialDensity', '0.0729', '');
-- path summary, 6_finish.rpt --
path / end / slack [ns] / cells after the start
hold / removal: seg[2] / 1.16 / 4
setup / recovery: seg[3] / 0.03 / 7
-- stage by stage --
stage / hold WS (ns) / setup WS, ns / utilization / instances / power [mW]
2_1_floorplan: 0.654 / 0.389 / - / 34 / 0.0372
3_3_place_gp: 1.75 / -0.698 / 0.134 / 97 / 0.0969
3_5_place_dp: 1.77 / -0.701 / 0.134 / 97 / 0.0975
4_1_cts: 1.15 / 0.00953 / 0.149 / 101 / 0.103
5_1_grt: 1.21 / -0.0263 / 0.160 / 100 / 0.126
6_report: 1.16 / 0.0273 / 0.160 / 100 / 0.113
-- power breakdown --
part | total (mW) | switching (mW) | internal [mW]
Sequential | 0 | 0 | 0
Clock | 0 | 0 | 0
Combinational | 0.113 | 0.0503 | 0.0629
Total | 0.113 | 0.0503 | 0.0629
-- cell usage after synthesis --
master | n | share of area
sky130_fd_sc_hd__mux2i_1 | 1 | 0.040
sky130_fd_sc_hd__and3_1 | 1 | 0.025
sky130_fd_sc_hd__buf_6 | 1 | 0.045
sky130_fd_sc_hd__nand2_2 | 1 | 0.025
sky130_fd_sc_hd__nand2b_1 | 4 | 0.10
sky130_fd_sc_hd__nor2_1 | 1 | 0.015
sky130_fd_sc_hd__a21oi_2 | 1 | 0.035
sky130_fd_sc_hd__or2b_1 | 1 | 0.030
sky130_fd_sc_hd__a21oi_1 | 2 | 0.040
sky130_fd_sc_hd__o21ai_1 | 1 | 0.020
sky130_fd_sc_hd__nor3_1 | 1 | 0.020
sky130_fd_sc_hd__ha_1 | 7 | 0.35
sky130_fd_sc_hd__a21boi_0 | 1 | 0.030
sky130_fd_sc_hd__o21ai_0 | 2 | 0.040
sky130_fd_sc_hd__a31oi_1 | 3 | 0.075
sky130_fd_sc_hd__nor3b_1 | 1 | 0.030
sky130_fd_sc_hd__inv_1 | 3 | 0.045
sky130_fd_sc_hd__nand2_1 | 2 | 0.030
-- per-layer routing --
layer	part of all wire	vias to the layer above
met1	0.45	135
met5	0	-
li1	-	160
met4	0	0
met2	0.45	7
met3	0.10	0
-- cells in the final DEF (no fill, tap or decap) --
cell	n
sky130_fd_sc_hd__nand2b_4	1
sky130_fd_sc_hd__a21oi_2	2
sky130_fd_sc_hd__inv_4	1
sky130_fd_sc_hd__and3_4	1
sky130_fd_sc_hd__buf_6	2
sky130_fd_sc_hd__o21ai_1	2
sky130_fd_sc_hd__nand2b_1	3
sky130_fd_sc_hd__buf_4	9
sky130_fd_sc_hd__a31oi_1	2
sky130_fd_sc_hd__ha_4	3
sky130_fd_sc_hd__nor3_1	1
sky130_fd_sc_hd__nand2_1	2
sky130_fd_sc_hd__a21boi_2	1
sky130_fd_sc_hd__nor2_1	1
sky130_fd_sc_hd__nand2_4	1
sky130_fd_sc_hd__inv_2	2
sky130_fd_sc_hd__dlygate4sd2_1	5
sky130_fd_sc_hd__buf_2	4
sky130_fd_sc_hd__or2b_1	1
sky130_fd_sc_hd__a21oi_1	1
sky130_fd_sc_hd__ha_2	1
sky130_fd_sc_hd__o21ai_2	1
sky130_fd_sc_hd__ha_1	3
sky130_fd_sc_hd__buf_8	1
sky130_fd_sc_hd__a31oi_2	1
sky130_fd_sc_hd__mux2i_1	1
sky130_fd_sc_hd__nor3b_2	1
-- kinds of logic after synthesis --
family / synth area share
adders and majority gates: 0.352
and+or+nand+nor: 0.276
AOI/OAI and AO/OA: 0.241
buffers and inverters: 0.0904
muxes: 0.0402
-- timing repair --
item | CTS | global route
hold buffers | 0 | 0
endpoints found under the setup margin | 7 | 5
endpoints found under the hold margin | 0 | 0
pin swaps | 7 | 5
setup buffers | 4 | 0
gates resized | 42 | 12
-- layout make-up --
class / instances / area (um^2)
Fill cell: 383 / 2870
Tap cell: 46 / 57.6
Timing Repair Buffer: 21 / 169
Multi-Input combinational cell: 30 / 307
Inverter: 3 / 13.8
Power and IR drop assume default switching activity.
